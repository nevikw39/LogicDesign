**./design.v**
```verilog
module PAT(clk, reset, data, flag);
	input clk, reset, data;
	output flag;
	parameter A = 4'd0, B = 4'd1, C = 4'd2, D = 4'd3, E = 4'd4, F = 4'd5, G = 4'd6, H = 4'd7, I = 4'd8, J = 4'd9, K = 4'd10;
	reg[3 : 0] state, next;
	always @(*)
		if (reset)
			next = A;
		else
			case (state)
				A: next = data ? A : B;
				B: next = data ? C : B;
				C: next = data ? A : D;
				D: next = data ? E : B;
				E: next = data ? A : F;
				F: next = data ? G : B;
				G: next = data ? H : F;
				H: next = data ? I : J;
				I: next = data ? A : B;
				J: next = data ? K : B;
				K: next = data ? H : D;
			endcase
	assign flag = !reset && state == I;
	always @(posedge clk)
		if (reset)
			state <= A;
		else
			state <= next;
endmodule
```
**./run.sh**
```bash
#!/bin/bash
# OpenROAD 26Q1-2900-gdf79404cd8, Yosys 0.63+post, stock flow scripts
make -C /OpenROAD-flow-scripts/flow DESIGN_CONFIG=/design/flow/config.mk WORK_HOME=/design/flow/orfs finish
```
**./config.mk**
```make
export PLATFORM = sky130hd
export DESIGN_NAME = PAT
export DESIGN_NICKNAME = PAT
export VERILOG_FILES = /design/flow/design.v
export SDC_FILE = /design/flow/constraint.sdc
export NUM_CORES = 4
export LEC_CHECK = 1
export CORE_AREA = 10 10 70 70
export DIE_AREA = 0 0 80 80
```
**./constraint.sdc**
```tcl
current_design PAT

set clk_period 1.0
set clk_io_pct 0.2

create_clock -name clk0 -period $clk_period [get_ports {clk}]

set non_clock_inputs [all_inputs -no_clocks]
set_input_delay [expr $clk_period * $clk_io_pct] -clock clk0 $non_clock_inputs
set_output_delay [expr $clk_period * $clk_io_pct] -clock clk0 [all_outputs]
```
==> impl_metrics.json <==
{
  "status": "finished, violations left",
  "violations": "setup timing",
  "min_period_ns": 1.16,
  "clock_path_buffers": 2,
  "finalClockPeriodUsage": 1.16,
  "gp_congestion": 0.770,
  "cp-end-kind": "primary output",
  "untimed_endpoints": 4,
  "n_antenna_cell": 0,
  "fmax_ghz": 0.866,
  "vias_per_cell": 3.22,
  "register_area_um2": 143,
  "maxSlewViolCount": 0,
  "worstPathCellList": "nor4_4 > buf_2",
  "final-comb-area_um2": 218,
  "arrival_ns": 0.96,
  "drive_gt1_frac": 0.417,
  "place_area_um2": 464,
  "via_count": 303,
  "wire_per_inst_um": 7.68,
  "synthCells": 39,
  "ys_cells": 39,
  "startpoint_type": "flip-flop",
  "fp_util": 0.104,
  "rsz0062_at_grt": "yes",
  "pre_cts_ws_ns": -0.766,
  "die_area_um2": 6400,
  "slowest_delay_ns": 0.33,
  "pwr_density_cell_nw_per_um2": 763,
  "synth_cell_types": 21,
  "drt_iter0_markers": 21,
  "unclocked_regs": 4,
  "root_buffer": "clkbuf_4",
  "lay_top_cells": "buf_4, nor2b_1, dlxtn_1, nor2_1, clkbuf_4",
  "slew_headroom": 0.801,
  "path_clk_slew_ns": 0.04,
  "die_width_um": 80,
  "antenna_found_initial": 0,
  "final_layout_top_logic_cell": "buf_4",
  "final_hold_viol_count": 0,
  "area_delta_synth_final_pct": 44.9,
  "rows": 21,
  "stdcell_area_um2": 513,
  "cts_buffers": 3,
  "tool_warnings": 27,
  "nFillCells": 391,
  "min_path_type": "in -> reg",
  "synth_flop_count": 8,
  "wl_um": 722,
  "cts_htree_levels": 1,
  "holdPathStages": 3,
  "cp_max_fo": 2,
  "setup_viol": 1,
  "first_pass_iters": 3,
  "port_buffers": 3,
  "ir_drop_mv": 0.189,
  "die_h_um": 80,
  "syn_avg_cell_area_um2": 9.08,
  "slowest_stage": "dfxtp_2",
  "final_antenna_net_count": 0,
  "ios": 4,
  "path_class": "reg -> out",
  "grt-ovfl-total": 0,
  "track_usage": 0.0258,
  "final_util": 0.150,
  "ys_area_um2": 354,
  "grt_max_degree": 11,
  "drv_cap": 0,
  "setup_tns_ns": -0.155,
  "cts_tree": "done",
  "cp.required_ns": 0.80,
  "grt_pass1_wl_um": 1370,
  "ys_warn_count": 1,
  "worst_pin_slew_ns": 0.296,
  "power_leakage_nw": 0.202,
  "drc_errors": 0,
  "place_hpwl_um": 539,
  "layout_setup_ws_ns": -0.155,
  "coreArea_um2": 3420,
  "syn_area_um2": 354,
  "grt_pass1_vias": 313
}
==> power by group <==
| part | switching [mW] | leakage [nW] | total, mW | internal, mW |
|---|---|---|---|---|
| logic | 0.0161 | 0.124 | 0.0319 | 0.0158 |
| clock network | 0.0631 | 0.0138 | 0.197 | 0.134 |
| registers | 0.000576 | 0.0642 | 0.162 | 0.162 |
==> synth_stat cells <==
| cell | number | area, um^2 |
|---|---|---|
| nor2_1 | 3 | 11.3 |
| nor4_1 | 2 | 12.5 |
| nor4b_2 | 1 | 15.0 |
| dfxtp_1 | 4 | 80.1 |
| a32oi_1 | 2 | 17.5 |
| o21ai_1 | 1 | 5.00 |
| nand2b_1 | 1 | 6.26 |
| nor3b_1 | 1 | 7.51 |
| a21oi_1 | 2 | 10.0 |
| dlxtn_1 | 4 | 60.1 |
| and2b_4 | 1 | 10.0 |
| nor2b_2 | 1 | 8.76 |
| nor2b_1 | 5 | 31.3 |
| a21oi_2 | 1 | 8.76 |
| xor2_1 | 2 | 17.5 |
| inv_1 | 1 | 3.75 |
| o31ai_1 | 1 | 7.51 |
| and4bb_2 | 1 | 12.5 |
| buf_2 | 3 | 15.0 |
| and2b_2 | 1 | 8.76 |
| o21ai_0 | 1 | 5.00 |
==> area by class of cell <==
class	instances	area share
multi-input cells	27	0.424
flip-flops and latches	8	0.278
repair buffers	9	0.134
well taps	46	0.112
clock buffers	3	0.0439
inverters	1	0.00732
==> flip-flops by register name, summed over array words and instances, names as in the netlist <==
register	flops
next	4
state	4
==> metal layers <==
layer,track usage,routed length (um),vias to the layer above,share of wire
li1,-,-,154,-
met1,0.0301,319,145,0.44
met2,0.0425,359,4,0.50
met3,0.0125,42,0,0.058
met4,0.00352,0,0,0
met5,0,0,-,0
==> through the flow <==
stage          total power [mW]  std cells  hold WS, ns
2_1_floorplan             0.181         39        0.466
6_report                  0.391         94        0.454
3_3_place_gp              0.196         90        0.932
3_5_place_dp              0.196         90        0.935
5_1_grt                   0.430         94        0.487
4_1_cts                   0.400         94        0.451
==> what timing repair did <==
action / 4_1_cts / 5_1_grt
hold buffers: 0 / 0
pin swaps: 1 / 1
buffers inserted: 1 / 0
resized: 8 / 1
endpoints found under the setup margin: 1 / 1
==> final timing paths <==
| check | startpoint | to |
|---|---|---|
| setup / recovery | state[2] | flag |
| hold / removal | reset | state[2] |
==> cells by family after synthesis <==
family	after synthesis	synth area share
compound gates	8	0.152
xor+xnor	2	0.0495
buf+inv	4	0.0530
flops	4	0.226
latches	4	0.170
simple gates	17	0.350
==> critical path: cells and delay by family (launching register included) <==
family | cells | cell delay, ns
buffers and inverters | 1 | 0.13
DFF | 1 | 0.33
and+or+nand+nor | 1 | 0.26
Power is estimated from default activity; no workload was simulated.
