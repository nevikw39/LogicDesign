### design.v
module CLA4bit(A, B, Cin, S, Cout);
	parameter n = 4;
	input [n - 1 : 0] A, B;
	input Cin;
	wire [n - 1 : 0] g, p, c;
	assign g = A & B;
	assign p = A ^ B;
	assign c[0] = Cin;
	assign c[1] = g[0] | p[0] & c[0];
	assign c[2] = g[1] | p[1] & g[0] | p[1] & p[0] & c[0];
	assign c[3] = g[2] | p[2] & g[1] | p[2] & p[1] & g[0] | p[2] & p[1] & p[0] & c[0];
	output [n - 1 : 0] S;
	output Cout;
	assign S = p ^ c;
	assign Cout = g[3] | p[3] & g[2] | p[3] & p[2] & g[1] | p[3] & p[2] & p[1] & g[0] | p[3] & p[2] & p[1] & p[0] & c[0];
endmodule
module Adder16bit(A, B, Cin, S, Cout);
	parameter n = 16;
	parameter m = 4;
	input [n - 1 : 0] A, B;
	input Cin;
	output [n - 1 : 0] S;
	output Cout;
	wire [n - 2 : 0] c;
	CLA4bit cla0(A[3 : 0], B[3 : 0], Cin, S[3 : 0], c[0]), cla1(A[7 : 4], B[7 : 4], c[0], S[7 : 4], c[1]), cla2(A[11 : 8], B[11 : 8], c[1], S[11 : 8], c[2]), cla3(A[15 : 12], B[15 : 12], c[2], S[15 : 12], Cout);
endmodule
module ALU(A, B, Cin, Mode, Y, Cout, Overflow);
	parameter n = 16;
	parameter m = 4;
	input signed [n - 1 : 0] A, B;
	input Cin;
	input [m - 1 : 0] Mode;	
	output reg [n - 1 : 0] Y;
	output reg Cout;
	output reg Overflow;
	wire [n - 1 : 0] sa, ss;
	wire cout_a, cout_s;
	Adder16bit adder(A, B, Cin, sa, cout_a), suber(A, -B, 0, ss, cout_s);
	always@(*) begin
		case (Mode)
			4'd0: begin
				Y = A << 1'b1;
				Overflow = 1'b0;
				Cout = 1'b0;
			end
			4'd1: begin
				Y = A <<< 1'b1;
				Overflow = 1'b0;
				Cout = 1'b0;
			end
			4'd2: begin
				Y = A >> 1'b1;
				Overflow = 1'b0;
				Cout = 1'b0;
			end
			4'd3: begin
				Y = A >>> 1'b1;
				Overflow = 1'b0;
				Cout = 1'b0;
			end
			4'd4: begin
				Y = sa;
				Overflow = A[n - 1] & B[n - 1] & ~sa[n - 1] | ~A[n - 1] & ~B[n - 1] & sa[n - 1];
				Cout = cout_a;
			end
			4'd5: begin
				Y = ss;
				Overflow = ~A[n - 1] & B[n - 1] & ss[n - 1] | A[n - 1] & ~B[n - 1] & ~ss[n - 1];
				Cout = cout_s;
			end
			4'd6: begin
				Y = A & B;
				Overflow = 1'b0;
				Cout = 1'b0;
			end
			4'd7: begin
				Y = A | B;
				Overflow = 1'b0;
				Cout = 1'b0;
			end
			4'd8: begin
				Y = ~A;
				Overflow = 1'b0;
				Cout = 1'b0;
			end
			4'd9: begin
				Y = A ^ B;
				Overflow = 1'b0;
				Cout = 1'b0;
			end
			4'd10: begin
				Y = ~(A ^ B);
				Overflow = 1'b0;
				Cout = 1'b0;
			end
			4'd11: begin
				Y = ~(A | B);
				Overflow = 1'b0;
				Cout = 1'b0;
			end
			4'd12: begin
				Y = 1 << (A[3 : 0]);
				Overflow = 1'b0;
				Cout = 1'b0;
			end
			4'd13: begin
				if (A >= B) begin
					Y = 16'd0;
				end
				else begin
					Y = 16'd1;
				end
				Overflow = 1'b0;
				Cout = 1'b0;
			end
			4'd14: begin
				Y = B;
				Overflow = 1'b0;
				Cout = 1'b0;
			end
			4'd15: begin
				casex (A)
					16'b0000000000000000: Y = 16'd0;
					16'b0000000000000001: Y = 16'd0;
					16'b000000000000001x: Y = 16'd1;
					16'b00000000000001xx: Y = 16'd2;
					16'b0000000000001xxx: Y = 16'd3;
					16'b000000000001xxxx: Y = 16'd4;
					16'b00000000001xxxxx: Y = 16'd5;
					16'b0000000001xxxxxx: Y = 16'd6;
					16'b000000001xxxxxxx: Y = 16'd7;
					16'b00000001xxxxxxxx: Y = 16'd8;
					16'b0000001xxxxxxxxx: Y = 16'd9;
					16'b000001xxxxxxxxxx: Y = 16'd10;
					16'b00001xxxxxxxxxxx: Y = 16'd11;
					16'b0001xxxxxxxxxxxx: Y = 16'd12;
					16'b001xxxxxxxxxxxxx: Y = 16'd13;
					16'b01xxxxxxxxxxxxxx: Y = 16'd14;
					16'b1xxxxxxxxxxxxxxx: Y = 16'd15;
				endcase
				Overflow = 1'b0;
				Cout = 1'b0;
			end
			default: begin
				Y = 16'b0;
				Overflow = 1'b0;
				Cout = 1'b0;
			end
		endcase
	end
endmodule
### run.sh
#!/bin/bash
# OpenROAD 26Q1-2900-gdf79404cd8, Yosys 0.63+post, stock flow scripts
make -C /OpenROAD-flow-scripts/flow DESIGN_CONFIG=/design/flow/config.mk WORK_HOME=/design/flow/orfs finish
### config.mk
export PLATFORM = sky130hd
export DESIGN_NAME = ALU
export DESIGN_NICKNAME = ALU
export VERILOG_FILES = /design/flow/design.v
export SDC_FILE = /design/flow/constraint.sdc
export NUM_CORES = 4
export LEC_CHECK = 1
export CORE_UTILIZATION = 40
### constraint.sdc
current_design ALU

set clk_period 7.5
set clk_io_pct 0.2

create_clock -name clk0 -period $clk_period

set non_clock_inputs [all_inputs -no_clocks]
set_input_delay [expr $clk_period * $clk_io_pct] -clock clk0 $non_clock_inputs
set_output_delay [expr $clk_period * $clk_io_pct] -clock clk0 [all_outputs]
==> impl_metrics.py <==
# Auto-generated metrics
metrics = {
    "logic_synthesis": {
        "yosys-stat-area_um2": 4120,
        "syn_avg_cell_area_um2": 6.80,
        "synth_seq_share": 0,
        "yosys_warns": 2,
        "synthTopCellsByCount": "65 x sky130_fd_sc_hd__ha_1, 61 x sky130_fd_sc_hd__nor2_1, 50 x sky130_fd_sc_hd__a21oi_1, 50 x sky130_fd_sc_hd__inv_1, 42 x sky130_fd_sc_hd__nand2_1",
        "ys_top_cells_by_area": "sky130_fd_sc_hd__ha_1 20%, sky130_fd_sc_hd__a21oi_1 6.1%, sky130_fd_sc_hd__nor2_1 5.6%",
        "netlist.top_cell.by_instances": "sky130_fd_sc_hd__ha_1",
        "yosys_cells": 606,
        "yosysUniqueCellTypes": 67,
        "yosys.area.top_type_share": 0.197,
        "syn_inst": 606,
        "syn_area_um2": 4120,
        "synth_area_leader_cell": "sky130_fd_sc_hd__ha_1",
    },
    "timing": {
        "setup_repair_after_global_routing_missed_its_margin": "false",
        "max-slew-margin-rel": 0.475,
        "worst_slew_pin_slew_ns": 0.786,
        "total_count_of_hold_check_failures_in_the_final_report": 0,
        "timing_max_transition_violations_final": 0,
        "final.setup.tns_ns": 0,
        "setup_violations": 0,
        "finalClockPeriodUsage": 0.953,
        "min_period_ns": 7.15,
        "fmax_mhz": 140,
    },
    "final_layout": {
        "fillers": 996,
        "register_area_um2": 0,
        "n_clock_buffer": 0,
        "flop-count": 0,
        "area_delta_synth_final_pct": 17.2,
        "share_of_cells_above_drive_strength_1": 0.0481,
    },
    "floorplan": {
        "die-width_um": 103,
        "initial_utilization": 0.418,
        "die_height_um": 103,
        "placeableCoreArea_um2": 9860,
        "die_area_um2": 10700,
        "pin_count": 55,
        "num_rows": 36,
    },
    "placed_design": {
        "dp_hpwl_um": 13000,
        "buffer_ports.inserted": 55,
        "globalplace.congestion": 0.994,
    },
    "setup_path": {
        "worstSetupPathType": "input pin to output port",
        "worst_setup_path_start_kind": "input pin",
        "critPathMaxFanout": 5,
        "timing.critical_path.to_type": "output port",
        "critical_path.n_buffers_inverters": 3,
        "crit_path_cell_chain": "clkdlybuf4s50_1 -> nor3_1 -> nand2_1 -> nor4_1 -> buf_4 -> nand3_1 -> xnor2_1 -> ha_1 -> nand3_1 -> a21oi_2 -> a21oi_4 -> o21a_1 -> fa_1 -> xor2_1 -> o22ai_1 -> a221oi_1 -> o211ai_1 -> clkdlybuf4s50_1",
        "worst_path_largest_cell_delay_ns": 0.49,
        "slowest_stage": "sky130_fd_sc_hd__clkdlybuf4s50_1",
        "crit_required_ns": 6.00,
        "arrival_ns": 5.65,
        "cp_top_family": "buffers and inverters",
    },
    "min_path": {
        "min_path_cells": 5,
        "min_delay_endpoint": "Y[6]",
        "timing.hold.worst.class": "input pin to output port",
        "timing.hold.worst.start": "A[5]",
    },
    "clock_network": {
        "setup_repair_bufs_after_cts": 0,
        "cts_hold_buf": 0,
        "cts_resized": 0,
    },
    "pwr": {
        "report.power.total_uw": 347,
        "cell_internal_power_dissipation_uw": 150,
        "cellLeakagePower_uw": 0.00195,
        "power_frac_comb": 1.000,
        "power_density_nw_per_um2": 71.9,
        "power_frac_seq": 0,
        "p_sw_frac": 0.568,
        "clock_power_share": 0,
        "power.ir.vdd_worst_v": 0.0000332,
        "switching_power_uw": 197,
    },
    "global_route": {
        "global_route.usage.total": 0.326,
        "via_count_of_the_first_global_routing_pass": 4727,
        "wire_length_of_the_first_global_routing_pass_um": 25700,
        "grt_max_degree": 44,
        "number_of_antenna_violations_at_the_first_check_in_global_routing": 0,
        "overflow": 0,
    },
    "run": {
        "maxCapViolCount": 0,
        "warnings": 65,
    },
    "drt": {
        "dr.pass1.iters": 6,
        "initialDrtViolationCount": 341,
        "total_wire_length_um": 16600,
        "via_per_inst": 6.33,
        "number_of_design_rule_violations_left_after_detail_routing": 0,
        "ant_nets": 0,
        "num_vias": 4916,
        "wire_per_inst_um": 21.4,
        "antenna-diode-count": 0,
    },
    "outcome": {
        "run_status": "completed",
    },
}
## how the worst max path moves through the flow
stage	from	end	cells past startpoint
4_1_cts	B[0]	Y[13]	18
6_report	B[2]	Y[13]	18
5_1_grt	B[2]	Overflow	16
## layer usage
metal | part of all wire | up-vias | track usage
met5 | 0 | - | 0
met4 | 0.058 | 0 | 0.178
met3 | 0.076 | 58 | 0.0266
met2 | 0.43 | 259 | 0.506
met1 | 0.43 | 2255 | 0.450
li1 | - | 2344 | -
## kinds of logic after synthesis
group	after synthesis	synth area share
and+or+nand+nor	176	0.199
muxes	8	0.0194
buffers and inverters	87	0.0829
AOI/OAI and AO/OA	232	0.398
adders and majority gates	73	0.236
xor gates and xnor gates	30	0.0638
## metrics by stage
step	hold slack [ns]	instance area, µm²	utilization	cells	worst slack, ns
floorplan	3.07	4120	-	606	1.66
global placement	4.12	4830	0.490	777	0.449
detailed placement	4.12	4830	0.490	777	0.366
CTS	4.12	4830	0.490	777	0.354
global route	4.17	4830	0.490	777	0.0239
finish	4.11	4830	0.490	777	0.353
## power groups by stage
stage | logic [µW] | registers [µW] | clock network [µW]
after CTS | 343 | 0 | 0
after global routing | 379 | 0 | 0
final | 347 | 0 | 0
## cells in the final DEF (no fill, tap or decap), types with 5 or more instances in the layout
cell type / instances
sky130_fd_sc_hd__a221oi_1: 9
sky130_fd_sc_hd__a21oi_1: 50
sky130_fd_sc_hd__clkdlybuf4s50_1: 55
sky130_fd_sc_hd__mux2i_1: 8
sky130_fd_sc_hd__nor3_1: 13
sky130_fd_sc_hd__o21bai_1: 10
sky130_fd_sc_hd__nand3_1: 16
sky130_fd_sc_hd__ha_1: 65
sky130_fd_sc_hd__fa_1: 8
sky130_fd_sc_hd__buf_4: 19
sky130_fd_sc_hd__nand2b_1: 9
sky130_fd_sc_hd__o21ai_0: 37
sky130_fd_sc_hd__a2111oi_0: 5
sky130_fd_sc_hd__nand2_1: 42
sky130_fd_sc_hd__xor2_1: 8
sky130_fd_sc_hd__xnor2_1: 22
sky130_fd_sc_hd__a22oi_1: 8
sky130_fd_sc_hd__o21a_1: 6
sky130_fd_sc_hd__nor4_1: 8
sky130_fd_sc_hd__a21o_1: 8
sky130_fd_sc_hd__o22ai_1: 9
sky130_fd_sc_hd__nor2_1: 61
sky130_fd_sc_hd__a31oi_1: 9
sky130_fd_sc_hd__a32oi_1: 5
sky130_fd_sc_hd__o2111ai_1: 5
sky130_fd_sc_hd__nand4_1: 5
sky130_fd_sc_hd__a211oi_1: 14
sky130_fd_sc_hd__inv_1: 50
sky130_fd_sc_hd__nor2b_1: 9
sky130_fd_sc_hd__o211ai_1: 9
## cell type report
type | count | area, µm² | area share
tap | 133 | 166 | 0.0345
inverter | 51 | 191 | 0.0396
multi-input combinational | 519 | 3780 | 0.782
timing repair buffer | 74 | 693 | 0.144
No activity file was given, so power comes from the tool's default toggle rates.
